`flow/run.sh`:
```
#!/bin/bash
# OpenROAD 26Q1-2900-gdf79404cd8, Yosys 0.63+post, stock flow scripts
make -C /OpenROAD-flow-scripts/flow DESIGN_CONFIG=/design/flow/config.mk WORK_HOME=/design/flow/orfs finish
```
`flow/design.v`:
```
`timescale 1ns / 1ps
module receiver_sifted(
    input clk,
    input [159:0] qubit,
    input [79:0] r_bases,
    input [79:0] s_bases,
    output reg [79:0] sifted_valid,
    output reg [79:0] sifted_receiver
    );
    parameter ZERO = 2'b00, NINETY = 2'b01, FORTYFIVE = 2'b10, ONETHREEFIVE = 2'b11;
    integer i;
    always@(posedge clk)
    begin
    for(i=0;i<80;i=i+1)begin
        if(r_bases[i] == s_bases[i])begin
            if(r_bases[i] == 0 && qubit[2*i+: 2] == ZERO) begin
                  sifted_receiver[i] = 1'b0;
                  sifted_valid[i] = 1'b1; end
            else if(r_bases[i] == 0 && qubit[2*i+: 2] == NINETY) begin
                  sifted_receiver[i] = 1'b1;
                  sifted_valid[i] = 1'b1; end
            else if(r_bases[i] == 1 && qubit[2*i+: 2] == FORTYFIVE) begin
                  sifted_receiver[i] = 1'b0;
                  sifted_valid[i] = 1'b1; end
            else if(r_bases[i] == 1 && qubit[2*i+: 2] == ONETHREEFIVE) begin
                  sifted_receiver[i] = 1'b1;
                  sifted_valid[i] = 1'b1; end
            else begin
                  sifted_receiver[i] = 1'bx;
                  sifted_valid[i] = 1'b0; end
            end
     end
end
endmodule
```
`flow/config.mk`:
```
export PLATFORM = sky130hd
export DESIGN_NAME = receiver_sifted
export DESIGN_NICKNAME = receiver_sifted
export VERILOG_FILES = /design/flow/design.v
export SDC_FILE = /design/flow/constraint.sdc
export NUM_CORES = 4
export LEC_CHECK = 1
export CORE_AREA = 10 10 283 283
export DIE_AREA = 0 0 293 293
```
`flow/constraint.sdc`:
```
current_design receiver_sifted

set clk_period 1.2
set clk_io_pct 0.2

create_clock -name clk0 -period $clk_period [get_ports {clk}]

set non_clock_inputs [all_inputs -no_clocks]
set_input_delay [expr $clk_period * $clk_io_pct] -clock clk0 $non_clock_inputs
set_output_delay [expr $clk_period * $clk_io_pct] -clock clk0 [all_outputs]
```
==> results.yml <==
# flow metrics
yosys:
  yosys.area.top_type: "edfxtp_1"
  top_cell_area_share_pct: 71.6
  ys_cells: 400
  syn_avg_cell_area_um2: 16.8
  ys_seq_share_pct: 71.6
  yosysWarnings: 1
  ys_types: 3
  synthTopCellsByArea: "edfxtp_1, xnor2_1, nand2b_1"
  yosys-stat-area_um2: 6710
  synthCells: 400
  ys.flops: 160
  syn-cell-area_um2: 6710
clock_network:
  cts-root-buf: "clkbuf_16"
  cts_setup_buffers: 0
  numCtsBuffers: 17
  clock_path_buffers: 2
  cts_sinks: 160
  cts-htree-levels: 4
  path_clk_slew_ns: 0.08
  cts_tree: "built"
floorplan:
  fp-utilization_pct: 9.04
  core_um2: 74200
  die_y_um: 293
  fp.dieArea_um2: 85800
  num_rows: 100
  io_pins: 481
  die_w_um: 293
placement:
  routabilityCongestion: 0.847
  dp.cells: 1852
  hpwl_mm: 25.0
  io_buffer_count: 480
  dpl_cell_area_um2: 12800
  place_ws_ns: -0.457
status:
  status: "finished with violations"
  violations: "setup timing"
routing:
  routed_wl_mm: 28.9
  avgRoutedWirePerCell_um: 15.3
  drtIter0Drc: 121
  drtPass1Iterations: 4
  viasPerCell: 2.68
  drtAntennaViolNets: 0
  route.detailed.drc: 0
  antenna_cells_inserted: 0
  vias: 5045
timing:
  min_period_ns: 1.41
  worst_slew_pin_slew_ns: 0.389
  slew_violations: 0
  setup_tns_ns: -3.80
  rsz0062_at_grt: "true"
  timing.final.ws_setup_ns: -0.212
  hold_viol: 0
  finalSetupViolCount: 78
  min_period_over_period_pct: 118
  relSlewSlack_pct: 73.9
  max_clock_freq_mhz: 708
worst_setup_path:
  cp.required_ns: 0.96
  crit_buf_inv: 1
  worstPathCellList: "buf_12"
  arrival_ns: 1.17
  crit_fanout: 1
  slowest_delay_ns: 0.50
  critPathSlowestCell: "edfxtp_1"
  crit_family: "flip-flops"
  critPathLaunchType: "flop"
  critPathKind: "flop to output pin"
  end_kind: "output pin"
hold_path:
  min_path_type: "input port to flop"
grt:
  overflow: 0
  antenna_found_initial: 3
  grt_util_all_layers_pct: 6.53
  grt_pass1_vias: 5642
  grt_max_degree: 17
  grt_pass1_wl_mm: 39.3
layout:
  layout_top_cell: "clkdlybuf4s50_1"
  final_cell_mix: "clkdlybuf4s50_1, xnor2_1, edfxtp_1, buf_2, nand2b_1"
  drive_gt1_share_pct: 21.0
  syn_to_final_growth_pct: 89.6
  final_cells: 1884
  fill_cells: 8139
  final_area_um2: 12700
power_and_ir_drop:
  max-vdd-ir-drop_mv: 0.728
  power_density_nw_per_um2: 1310
  finalPower_mw: 16.6
  p_leak_nw: 4.33
run:
  tool_warnings: 27
  cap_violations: 0
path summary, 6_finish.rpt:
kind / start / to / slack, ns / depth (start not counted)
worst max-delay path: sifted_valid[40] / sifted_valid[40] / -0.21 / 1
worst min-delay path: qubit[156] / sifted_receiver[78] / 0.39 / 2
per-layer routing:
metal | track usage (%) | share of wire (%) | up-vias
met5 | 0 | 0.14 | -
li1 | - | - | 2396
met3 | 5.42 | 18 | 34
met1 | 6.41 | 33 | 2237
met2 | 10.5 | 46 | 372
met4 | 1.32 | 2.5 | 6
state kept, by name, summed over array words and instances (netlist names):
name and cells:
sifted_receiver 80, sifted_valid 80
synthesized netlist by cell type:
cell,count
xnor2_1,160
edfxtp_1,160
nand2b_1,80
area by class of cell:
class / count / area, um2 / share of cell area (%)
Clock inverter: 12 / 184 / 1.45
Sequential cell: 160 / 4800 / 37.8
Multi-Input combinational cell: 240 / 1900 / 15.0
Timing Repair Buffer: 483 / 4180 / 32.8
Tap cell: 969 / 1210 / 9.54
Clock buffer: 20 / 437 / 3.43
metrics by stage:
| step | hold WS, ns | util (%) |
|---|---|---|
| floorplan | 0.418 | - |
| global placement | 0.744 | 17.3 |
| detailed placement | 0.742 | 17.3 |
| CTS | 0.317 | 17.1 |
| global route | 0.347 | 17.1 |
| finish | 0.387 | 17.1 |
power breakdown:
group / internal (mW) / switching [mW] / leakage [nW] / total, mW
logic: 1.99 / 1.07 / 2.46 / 3.06
clock network: 3.50 / 2.58 / 0.295 / 6.08
registers: 7.17 / 0.299 / 1.58 / 7.47
kinds of logic (layout without fill, tap and decap cells):
kind of cell	Yosys count	after routing	synth area share (%)
xor gates and xnor gates	160	160	20.9
buffers and inverters	0	515	0
DFF	160	160	71.6
and+or+nand+nor	80	80	7.46
repair_timing:
| action | in CTS | in global routing |
|---|---|---|
| gates resized | 535 | 8 |
| hold buffers | 0 | 0 |
| gates cloned | 0 | 0 |
| setup endpoints to repair | 160 | 160 |
Power and IR drop assume default switching activity.
